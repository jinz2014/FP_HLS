===== flow/run.sh =====
#!/bin/bash
# OpenROAD 26Q1-2900-gdf79404cd8, Yosys 0.63+post, stock flow scripts
make -C /OpenROAD-flow-scripts/flow DESIGN_CONFIG=/design/flow/config.mk WORK_HOME=/design/flow/orfs finish

===== flow/config.mk =====
export PLATFORM = sky130hd
export DESIGN_NAME = MUX11
export DESIGN_NICKNAME = MUX11
export VERILOG_FILES = /design/flow/design.v
export SDC_FILE = /design/flow/constraint.sdc
export NUM_CORES = 4
export LEC_CHECK = 1
export CORE_AREA = 10 10 156 156
export DIE_AREA = 0 0 166 166

===== flow/constraint.sdc =====
current_design MUX11

set clk_period 6.5
set clk_io_pct 0.2

create_clock -name clk0 -period $clk_period

set non_clock_inputs [all_inputs -no_clocks]
set_input_delay [expr $clk_period * $clk_io_pct] -clock clk0 $non_clock_inputs
set_output_delay [expr $clk_period * $clk_io_pct] -clock clk0 [all_outputs]

===== flow/design.v =====
module MUX2 (
  S, 
  I1, 
  I2, 
  Z);
 parameter DataWidth = 32;
 input S;
 input [DataWidth-1:0] I1;
 input [DataWidth-1:0] I2;
 output [DataWidth-1:0] Z;
 assign Z = S ? I2 : I1;
endmodule 
module MUX3 (
  S, 
  I1, 
  I2, 
  I3, 
  Z);
 parameter DataWidth = 32;
 input [1:0] S;
 input [DataWidth-1:0] I1;
 input [DataWidth-1:0] I2;
 input [DataWidth-1:0] I3;
 output reg [DataWidth-1:0] Z;
 always @ (I1, I2, I3, S)
   (* parallel_case *) case (S)
     2'd0: Z = I1;
     2'd1: Z = I2;
     2'd2: Z = I3;
     default: Z = {DataWidth{1'bx}};
   endcase
endmodule 
module MUX4 (
  S, 
  I1, 
  I2, 
  I3, 
  I4, 
  Z);
 parameter DataWidth = 32;
 input [1:0] S;
 input [DataWidth-1:0] I1;
 input [DataWidth-1:0] I2;
 input [DataWidth-1:0] I3;
 input [DataWidth-1:0] I4;
 output reg [DataWidth-1:0] Z;
 always @ (I1, I2, I3, I4, S)
   case (S)
     2'd0: Z = I1;
     2'd1: Z = I2;
     2'd2: Z = I3;
     2'd3: Z = I4;
   endcase
endmodule 
module MUX4_hot (
  a,
  b,
  c, 
  I1, 
  I2, 
  I3, 
  I4, 
  Z);
 parameter DataWidth = 32;
 input a,b,c;
 input [DataWidth-1:0] I1;
 input [DataWidth-1:0] I2;
 input [DataWidth-1:0] I3;
 input [DataWidth-1:0] I4;
 output [DataWidth-1:0] Z;
 assign t1 = a ? I1 : I2 ;
 assign t2 = b ? I3 : t1;
 assign Z  = c ? I4 : t2;
endmodule 
module MUX5 (
  S, 
  I1, 
  I2, 
  I3, 
  I4, 
  I5, 
  Z);
 parameter DataWidth = 32;
 input [2:0] S;
 input [DataWidth-1:0] I1;
 input [DataWidth-1:0] I2;
 input [DataWidth-1:0] I3;
 input [DataWidth-1:0] I4;
 input [DataWidth-1:0] I5;
 output reg [DataWidth-1:0] Z;
 always @ (I1, I2, I3, I4, I5, S)
   case (S)
     3'd0: Z = I1;
     3'd1: Z = I2;
     3'd2: Z = I3;
     3'd3: Z = I4;
     3'd4: Z = I5;
     default: Z = {DataWidth{1'bx}};
   endcase
endmodule 
module MUX6 (
  S, 
  I1, 
  I2, 
  I3, 
  I4, 
  I5, 
  I6, 
  Z);
 parameter DataWidth = 32;
 input [2:0] S;
 input [DataWidth-1:0] I1;
 input [DataWidth-1:0] I2;
 input [DataWidth-1:0] I3;
 input [DataWidth-1:0] I4;
 input [DataWidth-1:0] I5;
 input [DataWidth-1:0] I6;
 output reg [DataWidth-1:0] Z;
 always @ (I1, I2, I3, I4, I5, I6, S)
   case (S)
     3'd0: Z = I1;
     3'd1: Z = I2;
     3'd2: Z = I3;
     3'd3: Z = I4;
     3'd4: Z = I5;
     3'd5: Z = I6;
     default: Z = {DataWidth{1'bx}};
   endcase
endmodule 
module MUX7 (
  S, 
  I1, 
  I2, 
  I3, 
  I4, 
  I5, 
  I6, 
  I7, 
  Z);
 parameter DataWidth = 32;
 input [2:0] S;
 input [DataWidth-1:0] I1;
 input [DataWidth-1:0] I2;
 input [DataWidth-1:0] I3;
 input [DataWidth-1:0] I4;
 input [DataWidth-1:0] I5;
 input [DataWidth-1:0] I6;
 input [DataWidth-1:0] I7;
 output reg [DataWidth-1:0] Z;
 always @ (I1, I2, I3, I4, I5, I6, I7, S)
   case (S)
     3'd0: Z = I1;
     3'd1: Z = I2;
     3'd2: Z = I3;
     3'd3: Z = I4;
     3'd4: Z = I5;
     3'd5: Z = I6;
     3'd6: Z = I7;
     default: Z = {DataWidth{1'bx}};
   endcase
endmodule 
module MUX8 (
  S, 
  I1, 
  I2, 
  I3, 
  I4, 
  I5, 
  I6, 
  I7, 
  I8, 
  Z);
 parameter DataWidth = 32;
 input [2:0] S;
 input [DataWidth-1:0] I1;
 input [DataWidth-1:0] I2;
 input [DataWidth-1:0] I3;
 input [DataWidth-1:0] I4;
 input [DataWidth-1:0] I5;
 input [DataWidth-1:0] I6;
 input [DataWidth-1:0] I7;
 input [DataWidth-1:0] I8;
 output reg [DataWidth-1:0] Z;
 always @ (I1, I2, I3, I4, I5, I6, I7, I8, S)
   case (S)
     3'd0: Z = I1;
     3'd1: Z = I2;
     3'd2: Z = I3;
     3'd3: Z = I4;
     3'd4: Z = I5;
     3'd5: Z = I6;
     3'd6: Z = I7;
     3'd7: Z = I8;
   endcase
endmodule
module MUX8_onehot (
  s1, s2, s3, s4, s5, s6, s7,
  I1, 
  I2, 
  I3, 
  I4, 
  I5, 
  I6, 
  I7, 
  I8, 
  Z);
 parameter DataWidth = 32;
 input s1, s2, s3, s4, s5, s6, s7;
 input [DataWidth-1:0] I1;
 input [DataWidth-1:0] I2;
 input [DataWidth-1:0] I3;
 input [DataWidth-1:0] I4;
 input [DataWidth-1:0] I5;
 input [DataWidth-1:0] I6;
 input [DataWidth-1:0] I7;
 input [DataWidth-1:0] I8;
 output[DataWidth-1:0] Z;
  wire [31:0] o1, o2, o3, o4, o5, o6;
  MUX2 m1 (s1, I1, I2, o1);
  MUX2 m2 (s2, o1, I3, o2);
  MUX2 m3 (s3, o2, I4, o3);
  MUX2 m4 (s4, o3, I5, o4);
  MUX2 m5 (s5, o4, I6, o5);
  MUX2 m6 (s6, o5, I7, o6);
  MUX2 m7 (s7, o6, I8, Z);
endmodule 
module MUX9 (
  S, 
  I1, 
  I2, 
  I3, 
  I4, 
  I5, 
  I6, 
  I7, 
  I8, 
  I9, 
  Z);
 parameter DataWidth = 32;
 input [3:0] S;
 input [DataWidth-1:0] I1;
 input [DataWidth-1:0] I2;
 input [DataWidth-1:0] I3;
 input [DataWidth-1:0] I4;
 input [DataWidth-1:0] I5;
 input [DataWidth-1:0] I6;
 input [DataWidth-1:0] I7;
 input [DataWidth-1:0] I8;
 input [DataWidth-1:0] I9;
 output reg [DataWidth-1:0] Z;
 always @ (I1, I2, I3, I4, I5, I6, I7, I8, I9, S)
   case (S)
     4'd0: Z = I1;
     4'd1: Z = I2;
     4'd2: Z = I3;
     4'd3: Z = I4;
     4'd4: Z = I5;
     4'd5: Z = I6;
     4'd6: Z = I7;
     4'd7: Z = I8;
     4'd8: Z = I9;
     default: Z = {DataWidth{1'bx}};
   endcase
endmodule 
module MUX10 (
  S, 
  I1, 
  I2, 
  I3, 
  I4, 
  I5, 
  I6, 
  I7, 
  I8, 
  I9, 
  I10, 
  Z);
 parameter DataWidth = 32;
 input [3:0] S;
 input [DataWidth-1:0] I1;
 input [DataWidth-1:0] I2;
 input [DataWidth-1:0] I3;
 input [DataWidth-1:0] I4;
 input [DataWidth-1:0] I5;
 input [DataWidth-1:0] I6;
 input [DataWidth-1:0] I7;
 input [DataWidth-1:0] I8;
 input [DataWidth-1:0] I9;
 input [DataWidth-1:0] I10;
 output reg [DataWidth-1:0] Z;
 always @ (I1, I2, I3, I4, I5, I6, I7, I8, I9, I10, S)
   case (S)
     4'd0: Z = I1;
     4'd1: Z = I2;
     4'd2: Z = I3;
     4'd3: Z = I4;
     4'd4: Z = I5;
     4'd5: Z = I6;
     4'd6: Z = I7;
     4'd7: Z = I8;
     4'd8: Z = I9;
     4'd9: Z = I10;
     default: Z = {DataWidth{1'bx}};
   endcase
endmodule 
module MUX11 (
  S, 
  I1, 
  I2, 
  I3, 
  I4, 
  I5, 
  I6, 
  I7, 
  I8, 
  I9, 
  I10, 
  I11, 
  Z);
 parameter DataWidth = 32;
 input [3:0] S;
 input [DataWidth-1:0] I1;
 input [DataWidth-1:0] I2;
 input [DataWidth-1:0] I3;
 input [DataWidth-1:0] I4;
 input [DataWidth-1:0] I5;
 input [DataWidth-1:0] I6;
 input [DataWidth-1:0] I7;
 input [DataWidth-1:0] I8;
 input [DataWidth-1:0] I9;
 input [DataWidth-1:0] I10;
 input [DataWidth-1:0] I11;
 output reg [DataWidth-1:0] Z;
 always @ (I1, I2, I3, I4, I5, I6, I7, I8, I9, I10, I11, S)
   case (S)
     4'd0: Z = I1;
     4'd1: Z = I2;
     4'd2: Z = I3;
     4'd3: Z = I4;
     4'd4: Z = I5;
     4'd5: Z = I6;
     4'd6: Z = I7;
     4'd7: Z = I8;
     4'd8: Z = I9;
     4'd9: Z = I10;
     4'd10: Z = I11;
     default: Z = {DataWidth{1'bx}};
   endcase
endmodule 

==> changes_impl.md <==
## Flow update

* Status: finished, final reports clean
* Cell area power density at around 70 nW/µm²
* Cells after Synth at 530
* Drt via density at between 5 and 6
* Final Slew Violations at 0
* Slew at the pin closest to its max-slew limit at between 1000 and 1500 ps
* RSZ-0062 raised after global routing: false
* Synthesis area per yosys at roughly 3300 µm²
* Post-DP Area at 7380 µm²
* Final instance area at between 7000 and 8000 µm²
* Element type at the critical path end: primary output
* Core ar. at approximately 21000 µm²
* Seq. cell area at 0 µm²
* Setup TNS at 0 ps
* Startpoint Class: input pin
* Synthesized cell area at 3250 µm²
* Tool Warnings at 32
* Core Util at FP at between 15 and 20%
* Detail Route Antenna Nets at 0
* Worst Hold Path EP: Z[25]
* Max_cap viols at 0
* Largest net degree at the start of global routing at 57
* Yosys stat cell total at 530
* Fin util at 35.1%
* Hold Path Cell Cnt at 4
* Highest metal used: met5
* Final Total Pwr at 520 µW
* Hold Crit Class: input pin to primary output
* Worst hold slack at 3540 ps
* Most numerous logic cells after layout: clkdlybuf4s50_1, o21ai_0, a21oi_1
* Top cell area share at 11.7%
* Gr usage total at 20.7%
* Total global routing overflow at 0
* Port bufs at 388
* Final period util at between 80% and 90%
* Flop count at 0
* Number of fill cells at 2231
* TritonRoute pass-1 iters at 5
* Post-synth top area cell: o21ai_0
* Setup Fix Bufs, Post-CTS at 0
* Slew HR at 27.7%
* Wire length on met3 at 2980 µm
* Crit Path Max Fanout at 51
* Avg Inst Size Synth at roughly 6 µm²
* Clk_buf instances at 0
* Fin crit period at about 5300 ps
* Share of cells above drive strength 1 at 5.78%
* CP required at 5200 ps
* Gates resized, CTS repair at 0
* Met2 WL at about 15000 µm
* Area growth syn-to-layout at 127%
* Row cnt at 53
* HPWL Detailed at 24500 µm
* Leak at 2.64 nW
* Routed wire per std cell at 26.3 µm
* Initial antenna violation count at 4
* Vias in the first global route at 6194
* WP data arrival at 4000 ps
* Ports at 388
* Most frequent logic cell in the layout: clkdlybuf4s50_1
* Unique masters post-synth at 52
* Die Y at roughly 170 µm
* Setup CP Type: input pin to primary output
* IR drop worst, VDD at roughly 44 µV
* Final setup violation count at 0
* Cell area leaders: o21ai_0, a21oi_1, mux2i_1
* CTS hold repair buffers at 0
* Post-synth seq share at 0%
* Die ar. at 27600 µm²
* Drt first-iter violations at 525
* Hold Path Origin: I1[25]
* Synthesis warning total at 1
* Routed vias at approximately 6000
* FMAX at about 190 MHz
* Number of remaining DRC errors at 0
* First-pass GRT wire length at between 40000 and 50000 µm
* Chip width at about 170 µm
* Total Routed Length at 30500 µm
* GPL Wtd Cong at between 0.9 and 1
* Final Hold Violation Tally at 0
* Metal-1 WL at 12400 µm
-- cell families after synthesis --
kind of cell,share of synthesized area [%]
compound gates,59.8
simple gates,20.0
buf+inv,10.8
mux,9.42
-- metrics by stage --
stage | instances | setup slack (ps)
floorplan | 530 | 2690
global placement | 1157 | 1240
detailed placement | 1157 | 1200
CTS | 1157 | 1200
global route | 1157 | 1070
finish | 1159 | 1200
-- report_power, final --
group	internal [mW]	switching, mW	leakage, nW
Sequential	0	0	0
Clock	0.0000000412	0	0.0000127
Combinational	0.320	0.201	2.64
-- critical path, stage by stage --
cell	delay [ps]
buf_4	520
nand2b_2	520
nor2_2	180
buf_4	290
a221oi_1	300
a21oi_1	70
o32a_1	390
clkdlybuf4s50_1	420
-- cell usage after synthesis (all sizes together), types with 2 or more instances --
master and number:
a31oi 11, a32oi 3, clkbuf 24, nand4 3, o32ai 2, mux2 5
nand3 12, mux2i 25, nor2b 19, o32a 3, a32o 2, nor2 50
o2bb2ai 7, inv 11, o21a 6, a222oi 2, a2bb2oi 4, a22oi 31
nand2b 5, o21ai 76, and3 2, a21oi 50, o22a 10, a211o 3
a22o 12, nor3 6, nand3b 3, nand2 35, o22ai 7, a211oi 2
a221o 3, buf 39, a221oi 25, o221ai 5, o221a 5, o211ai 12
-- routing by layer --
layer  GRT usage, %  vias to the layer above
met5              0                        -
met3           6.14                       24
met4           1.69                        4
li1               -                     2787
met1           26.5                     2794
met2           34.9                      375
-- how the worst max path moves through the flow --
stage,cells after the start,endpoint,from
6_report,8,Z[3],S[2]
5_1_grt,8,Z[7],S[3]
4_1_cts,8,Z[3],S[2]
-- final cells by class --
| class | count | area (µm²) | area share [%] |
|---|---|---|---|
| Inverter | 12 | 45.0 | 0.610 |
| Tap cell | 275 | 344 | 4.66 |
| Timing Repair Buffer | 415 | 4070 | 55.1 |
| Antenna cell | 2 | 5.00 | 0.0678 |
| Multi-Input combinational cell | 455 | 2920 | 39.5 |
No activity file was given, so power comes from the tool's default toggle rates.
